==> flow/design.v <==
module clockDiv(input clk,
					 input [31:0]div,
					 output reg out);
reg [31:0] count;
reg inc;
reg max;
always begin 				 
max=div>>1;
inc=(count>max);
end
always@(posedge clk) begin
	case(inc)
	1:begin
		count=0;
		out=~out;
		end
	0:begin
		count=count+1;
		end
	endcase
end
endmodule
==> flow/run.sh <==
#!/bin/bash
# OpenROAD 26Q1-2900-gdf79404cd8, Yosys 0.63+post, stock flow scripts
make -C /OpenROAD-flow-scripts/flow DESIGN_CONFIG=/design/flow/config.mk WORK_HOME=/design/flow/orfs finish
==> flow/config.mk <==
export PLATFORM = sky130hd
export DESIGN_NAME = clockDiv
export DESIGN_NICKNAME = clockDiv
export VERILOG_FILES = /design/flow/design.v
export SDC_FILE = /design/flow/constraint.sdc
export NUM_CORES = 4
export LEC_CHECK = 1
export CORE_AREA = 10 10 79 79
export DIE_AREA = 0 0 89 89
==> flow/constraint.sdc <==
current_design clockDiv

set clk_period 1.6
set clk_io_pct 0.2

create_clock -name clk0 -period $clk_period [get_ports {clk}]

set non_clock_inputs [all_inputs -no_clocks]
set_input_delay [expr $clk_period * $clk_io_pct] -clock clk0 $non_clock_inputs
set_output_delay [expr $clk_period * $clk_io_pct] -clock clk0 [all_outputs]
==> notes.md <==
Implementation results are summarized by area below.

Outcome
The flow ran to the end, and the final reports show no timing, DRC or antenna violations.

Clocking
The cell sitting at the root of the clock tree is a sky130_fd_sc_hd__clkbuf_8. The number of sinks driven by the clock tree is 33. The buffer depth of the longest clock path is 2. Once the clock tree was built, the setup fixing pass inserted 0 buffers. The number of buffers created by CTS is 5. TritonCTS built the clock tree.

The insertion delay at the late pin of the worst-skew pair is 270 ps. The H-tree depth reported by CTS is 2. The clock edge transition at the registers on the reported setup and hold paths is 60 ps.

Drt
The met2 wire length is 352 um. The routed layout reports a DRC error count of 0. According to the report, the first pass of detailed routing completed in 2 iterations. The overall via count from detail_route is 412. The remaining antenna violation count is 0. The met3 layer wire length in the routed design is 46 um. The detail-routed net length per standard cell is 5.86 um. The number of diodes is 0. The detailed router's first-iteration violation count is 19. The routed via count divided by cell count is 2.80. After detailed routing, the total wire length is 862 um. The top layer used by detailed routing is met4. The routed metal-1 wire length is 419 um.

Setup path
The endpoint class of the critical path is a flip-flop. For reference, the most critical setup path is categorized as in2reg. The worst setup path is launched from an input pin.

The data arrival time of the worst path is 1560 ps. On the critical path the largest part of the delay comes from buffers and inverters. The cell type of the slowest stage on the worst timing path is sky130_fd_sc_hd__clkdlybuf4s50_1. Per STA, the worst path is made up of clkdlybuf4s50_1 -> ha_1 -> o2111ai_2 -> or3_1. The largest stage delay on the critical path is 410 ps. The required arrival time at the worst endpoint is 1630 ps. The critical path maximum fanout is 2. The number of buffers and inverters on the critical path is 1.

Logic synthesis
The synthesized netlist devotes 3.09% of its cell area to adder and majority cells. The most frequent cell after synthesis is sky130_fd_sc_hd__dfxtp_1. The netlist uses 10 different library cells. By count the netlist is led by 32 x sky130_fd_sc_hd__dfxtp_1, 10 x sky130_fd_sc_hd__nor4_1, 3 x sky130_fd_sc_hd__inv_1. The main area contributors are sky130_fd_sc_hd__dfxtp_1 79%, sky130_fd_sc_hd__nor4_1 7.7%, sky130_fd_sc_hd__edfxtp_1 3.7%. The mapped cell area is 810 um^2. The yosys synthesis chip area is 810 um^2. The biggest area contributor in the post-synthesis netlist is sky130_fd_sc_hd__dfxtp_1. The sequential fraction of the synthesis area is 82.8%. Counting flops with an async set or reset pin after synthesis yields a share of 0%. The synthesized-area fraction occupied by and/or/nand/nor cells is 10.0%.

The synthesized design contains 33 register bits. The prevailing post-synth register cell is sky130_fd_sc_hd__dfxtp_1. The synthesized netlist devotes 1.08% of its cell area to compound gates. The share of Yosys cell area claimed by the top area cell type is 79.1%. Counting the warning lines in the Yosys log gives 1. The average instance in the mapped netlist occupies 15.0 um^2. For reference, XOR and XNOR gates occupy 1.08% of the area reported after synthesis. After synthesis, the design contains 54 cells according to Yosys.

After synthesis, the largest family of logic cells by area is simple AND/OR/NAND/NOR gates. The number of synthesized flops with an enable pin is 1. The number of instances in the synthesized netlist is 54. The share of cell area taken by muxes after synthesis is 0%.

Timing
Static timing analysis puts the maximum clock frequency at 654 MHz. Setup repair after global routing left no endpoint under its margin. The post-route clock skew is 4.15 ps. Dividing the final minimum period by the clock period gives 95.6%.

Per the final timing report, the hold violations number 0. The final setup slack of the worst path is 70.7 ps. The count of final setup violators is 0. Final hold analysis gives a worst-case slack of 461 ps. The max-slew violation count is 0. The post-layout minimum cycle time is 1530 ps.

Floorplanning
The chip area is 7920 um^2. The I/O pin total is 34. After floorplanning, the core was sized to cover 4660 um^2. The row count is 25. The vertical die dimension is 89 um.

Before placement the cells fill 17.4% of the core. The die is 89 um wide.

Power
The net switching power figure is 0.000285 W. Net switching is 18.5% of the power. The sequential fraction of design power is 56.6%. The worst ir drop on vdd is 0.368 mV.

The fraction of power consumed by the clock network is 42.3%. The leakage power summed over all cells is 0.469 nW. The combinational share of power is 1.1%. For this design the ratio of total power to cell area is 1370 nW/um^2. The cell-internal power is 0.00126 W.

GRT
The number of antenna violations at the first check in global routing was 0. The number of global-route vias before repair is 426. Entering global routing, the biggest net connects 11 pins.

After global routing the overflow that remains totals 0. For this run, the total global-route usage over all layers was measured as 2.57%. The first global-routing pass estimated 1.66 mm of wire.

Layout
The relative area change from synthesis to final layout is 38.8%. The layout cell share with drive strength beyond 1 is 11.8%. The layout stage reports a final design area of 1120 um^2. The filler cell count is 474.

Placed design
Summed over all nets, the half-perimeter wirelength after detailed placement is 596 um. The quantity of I/O buffers inserted on ports is 2. The standard cell area after detailed placement is 1010 um^2. The placer congestion estimate is 0.676. Logged for this run, the post-placement worst setup slack is -231 ps.

Flow run
Summing over the stages, the warning tally comes to 56. The max-cap check violation count is 0.

Min path
The type of the worst min-delay path is reg2reg.
==> power groups by stage <==
stage	registers (W)	logic (W)	clock network [W]
4_1_cts	0.000874	0.0000162	0.000676
5_1_grt	0.000878	0.0000223	0.000720
6_report	0.000874	0.0000169	0.000653
==> logic make-up (layout without fill, tap and decap cells) <==
| group | Yosys count | in the layout |
|---|---|---|
| simple gates | 13 | 13 |
| other cells | 1 | 29 |
| fa+ha+maj | 2 | 2 |
| compound gates | 1 | 1 |
| buf+inv | 3 | 14 |
| xor+xnor | 1 | 1 |
| flops | 33 | 33 |
==> worst paths after layout <==
path,startpoint,endpoint,slack (ps),cells after the start
max,div[1],out,70,4
min,count[0],count[0],460,1
max reg2reg,count[15],out,120,3
min reg2reg,count[0],count[0],460,1
==> cells in the final DEF, fill, tap and decap left out <==
cell	synthesis	final
sky130_fd_sc_hd__dfxtp_1	32	32
sky130_fd_sc_hd__conb_1	1	29
sky130_fd_sc_hd__nor4_1	10	9
sky130_fd_sc_hd__clkbuf_8	0	7
sky130_fd_sc_hd__inv_1	3	3
sky130_fd_sc_hd__or3_1	2	2
sky130_fd_sc_hd__ha_1	2	2
sky130_fd_sc_hd__clkdlybuf4s50_1	0	2
sky130_fd_sc_hd__nor4_2	0	1
sky130_fd_sc_hd__o2111ai_2	0	1
sky130_fd_sc_hd__nand4_1	1	1
sky130_fd_sc_hd__xnor2_1	1	1
sky130_fd_sc_hd__clkinv_2	0	1
sky130_fd_sc_hd__edfxtp_1	1	1
sky130_fd_sc_hd__buf_4	0	1
==> final cells by class <==
cell class / instances / area [um^2] / share of cell area, %
Sequential cell: 33 / 671 / 59.7
Multi-Input combinational cell: 46 / 245 / 21.8
Clock buffer: 7 / 96.3 / 8.57
Tap cell: 54 / 67.6 / 6.01
Timing Repair Buffer: 3 / 27.5 / 2.45
Inverter: 3 / 11.3 / 1.00
Clock inverter: 1 / 5.00 / 0.445
==> layer usage <==
layer  global-route usage [%]  vias up
li1                         -      236
met1                     2.99      161
met2                     3.86        9
met3                     1.47        6
met4                     1.01        0
met5                        0        -
==> state kept, by name, summed over array words and instances, names as in the netlist <==
register  flops
count        32
out           1
==> stage by stage <==
stage          utilization (%)  total power [W]  TNS (ps)  instances
2_1_floorplan                -         0.000900         0         82
3_3_place_gp              21.7         0.000907      -468        139
3_5_place_dp              21.7         0.000908      -574        139
4_1_cts                   23.8          0.00157         0        147
5_1_grt                   24.1          0.00162         0        147
6_report                  24.1          0.00154         0        147
==> repair_timing <==
action,4_1_cts,5_1_grt
hold buffers,0,0
resized,0,2
setup endpoints to repair,0,1
Power and IR drop assume default switching activity.
