==> design/flow/design.v <==
module vgaPulse(input clk,
					 input [21:0]stage1,				 
					 input [21:0]stage2,				 
					 input [21:0]stage3,				 
					 input [21:0]endStage,			 
					 output syncPulse,				 
					 output free,						 
					 output [10:0]position);			 
reg [12:0] count;
reg inc;
reg[10:0] posCount;
reg S0,S1,S2,S3;
reg free_reg,sp;
assign position=posCount;
assign free=free_reg;
assign syncPulse=sp;
always @ *
begin
inc<=(count>endStage);
S0<=(((count>22'd0)||(count==22'd0))&&(count<stage1)||(count==endStage));; 
S1<=(((count>stage1)||(count==stage1))&&(count<stage2)); 
S2<=(((count>stage2)||(count==stage2))&&(count<stage3)); 
S3<=(((count>stage3)||(count==stage3))&&(count<endStage)); 
end
always@(negedge clk) begin
free_reg<=S2;							 
sp<=S1||S2||S3;						 
end
always@(posedge clk) begin						 
	case(free)										 
		0:posCount=0;
		1:posCount=posCount+1;
	endcase
	case(inc)
		1:count=0;
		0:count=count+1;
	endcase
end
endmodule
==> design/flow/run.sh <==
#!/bin/bash
# OpenROAD 26Q1-2900-gdf79404cd8, Yosys 0.63+post, stock flow scripts
make -C /OpenROAD-flow-scripts/flow DESIGN_CONFIG=/design/flow/config.mk WORK_HOME=/design/flow/orfs finish
==> design/flow/config.mk <==
export PLATFORM = sky130hd
export DESIGN_NAME = vgaPulse
export DESIGN_NICKNAME = vgaPulse
export VERILOG_FILES = /design/flow/design.v
export SDC_FILE = /design/flow/constraint.sdc
export NUM_CORES = 4
export LEC_CHECK = 1
export CORE_UTILIZATION = 40
==> design/flow/constraint.sdc <==
current_design vgaPulse

set clk_period 3.0
set clk_io_pct 0.2

create_clock -name clk0 -period $clk_period [get_ports {clk}]

set non_clock_inputs [all_inputs -no_clocks]
set_input_delay [expr $clk_period * $clk_io_pct] -clock clk0 $non_clock_inputs
set_output_delay [expr $clk_period * $clk_io_pct] -clock clk0 [all_outputs]
==> flow_summary.json <==
{
  "path_delay_family": "AND-OR/OR-AND gates",
  "crit_path_start_kind": "input port",
  "finalMaxSlewViolations": 0,
  "tightestPinTransition_ns": 0.4024,
  "largest_register_ffs": 13,
  "top_area_share_pct": 26.76,
  "drv_cap": 0,
  "ir_drop_uv": 310.5,
  "flop_area_um2": 540.5,
  "critPathBufInv": 2,
  "p_int_uw": 1139,
  "fp_util_pct": 42.15,
  "clk_path_buf_depth": 2,
  "cp_max_fo": 2,
  "drive_gt1_share_pct": 47.58,
  "power_uw": 1878,
  "holdWs_ns": 0.4809,
  "status": "complete, but fails checks",
  "synth_cell_types": 39,
  "worstSetupPathType": "in2reg",
  "warning_count": 31,
  "ff_type": "dfxtp_1",
  "worst-path-stages": 9,
  "grt_pass1_wl_mm": 12.52,
  "grt_pass1_vias": 2764,
  "hold_violations": 0,
  "p_comb_share_pct": 61.2,
  "path_clk_slew_ns": 0.09,
  "die_h_um": 81.45,
  "p_clk_share_pct": 11.5,
  "dpl.hpwl_mm": 5.440,
  "power_density_nw_per_um2": 379.3,
  "cts_buffers": 3,
  "slew_headroom_pct": 73.13,
  "setup_slack_ns": -0.5234,
  "hold_class": "reg2reg",
  "grt_max_degree": 15,
  "ys_chip_area_um2": 2525,
  "switching_share_pct": 39.33,
  "pwr-share-seq_pct": 27.2,
  "critical-path-max-stage-delay_ns": 0.34,
  "slowest_stage": "a221o_1",
  "wl_per_cell_um": 15.24,
  "cts_tree": "built",
  "drc": 0,
  "avgViaCountPerCell": 5.202,
  "num-fill-cells": 338,
  "synth_top_cell_by_area": "ha_1",
  "firstDrtPassIters": 4,
  "clock.latency.late_pin_ns": 0.34,
  "io_pins": 102,
  "area_delta_synth_final_pct": 96.09,
  "worstPathArrival_ns": 2.30,
  "core-area_um2": 5991,
  "cp-end-kind": "flip-flop",
  "rr_worst_depth": 6,
  "area_leaders": "ha_1, dfxtp_1, inv_1",
  "async_reset_ff_share_pct": 0,
  "htreeDepth": 1,
  "ys_seq_share_pct": 20.61,
  "finalWirelength_mm": 8.382,
  "setup_viol": 16,
  "yosys_warnings": 1,
  "placed_area_um2": 4000,
  "portBuffers": 101,
  "drtAntennaViolNets": 0,
  "final_cell_area_um2": 4951,
  "mi_logic_area_um2": 2569,
  "path_cells": "dlygate4sd2_1, inv_2, ha_4, a21o_1, a221o_1, a2bb2oi_2, nor2_2, nor4b_2, or3_1",
  "ys_ff": 26,
  "rows": 28,
  "vias": 2861,
  "antenna_found_initial": 0,
  "syn_avg_cell_area_um2": 8.306,
  "power.switching_uw": 738.5,
  "clock_sinks": 26,
  "holdPathStages": 1,
  "gp_congestion": 0.9169,
  "cp.required_ns": 1.78,
  "grt-ovfl-total": 0,
  "fin_skew_ns": 0.07647,
  "netlist_area_um2": 2525,
  "grt_setup_unrepaired": "true",
  "ys_cells": 304,
  "grtUsageTotal_pct": 24.84,
  "die_area_um2": 6634,
  "leakage_uw": 0.002172,
  "n_antenna_cell": 0,
  "dr.first_iter.drc_count": 117,
  "netlist_instances": 304,
  "edf_count": 0,
  "failed_checks": "negative setup slack",
  "die_w_um": 81.45,
  "cts.root.buffer_cell": "clkbuf_8"
}
logic make-up (layout without fill, tap and decap cells):
family | count (synthesis) | after routing | share of synthesized area [%]
xor gates and xnor gates | 16 | 16 | 5.550
DFF | 26 | 26 | 20.61
buffers and inverters | 57 | 227 | 8.771
adders and majority gates | 54 | 54 | 26.76
and+or+nand+nor | 95 | 95 | 22.45
AOI/OAI and AO/OA | 56 | 57 | 15.86
area by class of cell:
cell class                      instances  area share (%)
Tap cell                               75           1.895
Clock buffer                            4          0.9098
Multi-Input combinational cell        222           51.88
Clock inverter                          2          0.1516
Inverter                               54           4.701
Sequential cell                        26           10.92
Timing Repair Buffer                  167           29.54
cell usage in the layout, fill, tap and decap left out, drive strengths merged, types with 4 or more instances in the layout:
master	count
ha	54
buf	70
nand2	12
clkbuf	8
dfxtp	26
nor2	19
xor2	9
nor4	6
nand3	20
dlymetal6s2s	6
xnor2	7
and2	7
inv	56
a21oi	20
a21boi	4
clkdlybuf4s15	13
nand4	7
o21ai	11
or3	5
clkdlybuf4s50	46
and3	7
a21o	7
dlygate4sd2	28
synthesized netlist by cell type (all sizes together), types with 3 or more instances:
| cell type | count |
|---|---|
| nand4 | 7 |
| a221oi | 3 |
| nor2b | 3 |
| nand2b | 3 |
| xnor2 | 7 |
| dfxtp | 26 |
| a21o | 7 |
| or3 | 5 |
| xor2 | 9 |
| inv | 55 |
| a21oi | 20 |
| nor2 | 19 |
| nor4 | 6 |
| and2 | 7 |
| nand3 | 20 |
| a21boi | 4 |
| and3 | 7 |
| nand2 | 12 |
| o21ai | 11 |
| ha | 54 |
stage by stage:
step	utilization (%)	setup slack, ns	setup TNS (ns)	instances
2_1_floorplan	-	-0.4797	-0.6759	304
6_report	82.64	-0.5234	-3.175	550
5_1_grt	82.64	-0.5195	-3.905	550
4_1_cts	80.05	-0.4444	-5.606	548
3_3_place_gp	66.77	-1.194	-2.141	510
3_5_place_dp	66.77	-1.209	-2.178	510
routing by layer:
metal  vias to the layer above  wire [um]  track usage (%)
met5                         -          0                0
li1                       1417          -                -
met4                         0         87            3.036
met1                      1326       3865            35.64
met3                         8        523            2.480
met2                       110       3905            41.67
power by group through the flow:
| stage | Clock, uW | Combinational, uW | Sequential [uW] |
|---|---|---|---|
| 6_report | 216 | 1150 | 511 |
| 5_1_grt | 241 | 1250 | 517 |
| 4_1_cts | 219 | 1030 | 496 |
final timing paths:
kind,start,to,slack (ns)
worst max register to register,count[12],sp,-0.46
worst min-delay path,posCount[0],posCount[0],0.48
worst max-delay path,endStage[7],sp,-0.52
worst min register to register,posCount[0],posCount[0],0.48
repair_timing:
action / CTS / global route
setup buffers: 33 / 3
pin swaps: 74 / 43
resized: 169 / 58
gates cloned: 0 / 1
endpoints found under the setup margin: 4 / 17
hold buffers: 0 / 0
No activity file was given, so power comes from the tool's default toggle rates.
